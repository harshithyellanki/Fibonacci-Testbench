===== /design/flow/config.mk =====
export PLATFORM = sky130hd
export DESIGN_NAME = fib
export DESIGN_NICKNAME = fib
export VERILOG_FILES = /design/flow/design.v
export SDC_FILE = /design/flow/constraint.sdc
export NUM_CORES = 4
export LEC_CHECK = 1
export CORE_UTILIZATION = 30
export SYNTH_HDL_FRONTEND = slang

===== /design/flow/design.v =====
module fib #(
    parameter string ARCH = "fib_bad",   
    parameter int INPUT_WIDTH = 6,
    parameter int OUTPUT_WIDTH = 32
) (
    input  logic                    clk,
    input  logic                    rst,
    input  logic                    go,
    input  logic [ INPUT_WIDTH-1:0] n,
    output logic [OUTPUT_WIDTH-1:0] result,
    output logic                    overflow,
    output logic                    done
);
  if (ARCH == "fib_bad") begin : g_fib_bad
    fib_bad #( .INPUT_WIDTH(INPUT_WIDTH), .OUTPUT_WIDTH(OUTPUT_WIDTH) ) top ( .* );
  end else if (ARCH == "fib_good") begin : g_fib_good
    fib_good #( .INPUT_WIDTH(INPUT_WIDTH), .OUTPUT_WIDTH(OUTPUT_WIDTH) ) top ( .* );
  end else begin : g_error
    $error("Invalid architecture specified.");
  end
endmodule
 module fib_bad #(
  parameter int INPUT_WIDTH,
  parameter int OUTPUT_WIDTH
) (
  input  logic                    clk,
  input  logic                    rst,
  input  logic                    go,
  input  logic [ INPUT_WIDTH-1:0] n,
  output logic [OUTPUT_WIDTH-1:0] result,
  output logic                    overflow,
  output logic                    done
);
typedef enum {
  START,
  COND,
  COMPUTE,
  OVERFLOW,
  DONE,
  RESTART
} state_t;
state_t state_r;
logic [$bits(n)-1:0] i_r;
logic [$bits(result)-1:0] x_r;
logic [$bits(result)-1:0] y_r;
logic [$bits(result):0] full_add_r;
logic [$bits(result)-1:0] result_r;
logic done_r, overflow_r;
assign done = done_r;
assign result = result_r;
assign overflow = overflow_r;
always_ff @(posedge clk or posedge rst) begin
  if (rst) begin
    state_r <= START;
    result_r <= '0;
    done_r <= 1'b0;
    i_r <= '0;
    x_r <= '0;
    y_r <= '0;
    overflow_r <= 1'b0;
    full_add_r <= '0;
  end else begin
    case (state_r)
      START: begin
        i_r <= 3;
        x_r <= '0;
        y_r <= 1;
        if (go == 1'b1) state_r <= COND;
      end
      COND: begin
        done_r <= 1'b0;
        if (i_r <= n) state_r <= COMPUTE;
        else state_r <= DONE;
      end
      COMPUTE: begin
        x_r <= y_r;
        full_add_r <= x_r + y_r;
        i_r <= i_r + 1'b1;
        state_r <= OVERFLOW;
      end
      OVERFLOW: begin
        if (full_add_r[OUTPUT_WIDTH]) overflow_r <= 1'b1;
        y_r <= full_add_r;
        state_r <= COND;
      end
      DONE: begin
        if (n < 2) result_r <= x_r;
        else result_r <= y_r;
        done_r  <= 1'b1;
        state_r <= RESTART;
      end
      RESTART: begin
        if (go == 1'b1) state_r <= COND;
      end
    endcase
    if (go == 1'b1) state_r <= COND;
  end
end
endmodule

===== /design/flow/constraint.sdc =====
current_design fib

set clk_period 10.9
set clk_io_pct 0.2

create_clock -name clk0 -period $clk_period [get_ports {clk}]

set non_clock_inputs [all_inputs -no_clocks]
set_input_delay [expr $clk_period * $clk_io_pct] -clock clk0 $non_clock_inputs
set_output_delay [expr $clk_period * $clk_io_pct] -clock clk0 [all_outputs]

===== /design/flow/run.sh =====
#!/bin/bash
# OpenROAD 26Q1-2900-gdf79404cd8, Yosys 0.63+post, stock flow scripts
make -C /OpenROAD-flow-scripts/flow DESIGN_CONFIG=/design/flow/config.mk WORK_HOME=/design/flow/orfs finish

==> results.yml <==
# generated from flow reports
detailed_routing:
  first_pass_iters: 20
  drc: 0
  final_antenna_net_count: 0
  viasPerCell: 4.895
  totalWireLength_mm: 17.02
  via_count: 5756
  first_iter_violations: 355
  wl_per_cell_um: 14.47
  antenna_cells: 0
outcome:
  status: "finished clean"
global_route:
  grt_max_degree: 67
  grt_pass1_vias: 5674
  grt_pass1_wl_mm: 29.28
  grtUsageTotal_pct: 14.04
  grt_overflow: 0
  grt_antenna_before_repair: 0
synth:
  synthArstFlopShare_pct: 100.0
  synth_stat.cells: 813
  yosys_warnings: 0
  ys_ff: 142
  edf_count: 0
  ys_seq_share_pct: 46.37
  yosysUniqueCellTypes: 61
  syn_inst: 813
  synthFlopType: "dfrtp_1"
  ys_area_um2: 7666
  synth.avg_cell_area_um2: 9.429
  syn-cell-area_um2: 7666
cells_and_area:
  drive_gt1_share_pct: 8.865
  areaGrowthSynthToFinish_pct: 17.41
  fin_util_pct: 35.85
  lay_top_count: "dfrtp_1"
  layout_top_cells: "dfrtp_1 (139), nand2_1 (120), o21ai_0 (83)"
floorplanning:
  fp_util_pct: 30.53
  die_area_um2: 26200
  core_area_um2: 25110
  die_h_um: 161.9
  die_w_um: 161.9
  rows: 58
  io_pins: 43
power_and_ir_drop:
  ir_drop_v: 0.00009825
  powerDensity_nw_per_um2: 229.5
  p_leak_uw: 0.003915
  finalPower_uw: 2066
placement:
  place_congestion: 0.8430
  hpwl_mm: 10.79
  place_ws_ns: 6.477
  io_buffer_count: 42
timing:
  setup_tns_ns: 0
  fmax_ghz: 0.2605
  final.min_clock_period_ns: 3.838
  slew_viol_final: 0
  fin_worst_skew_ns: 0.01064
  tightest_slew_ns: 0.7453
  rsz0062_at_grt: "false"
  finalCritPeriodShare_pct: 35.21
  setup-violations-final: 0
  finalHoldViolCount: 0
  relSlewSlack_pct: 50.31
  whs_ns: 0.4718
  setup_ws_ns: 7.062
clock_network:
  root_buffer: "clkbuf_16"
  clk_pin_slew_ns: 0.06
  post_cts_resize_count: 0
  post_cts_buffers: 0
  holdBufCountCts: 0
  clk_latency_ns: 0.42
  clockBufferDepth: 2
  cts_tree: "built"
  htree_levels: 4
  cts_sinks: 142
  cts_buffers: 17
setup_path:
  cp_slowest_cell: "buf_4"
  cp_top_family: "buffers and inverters"
  crit_type: "in2async"
  crit_chain: "clkdlybuf4s50_1 -> inv_6 -> buf_4 -> buf_4"
  crit_path_end_kind: "async pin"
  cp.required_ns: 11.38
  timing.rr.start: "g_fib_bad.top.y_r[0]$_DFFE_PP0P_"
  r2r-end: "g_fib_bad.top.full_add_r[18]$_DFFE_PP0P_"
  cp_max_fo: 57
  critPathBufInv: 4
  regToRegSetupSlack_ns: 7.75
  crit_top_cell: "buf_4"
  worstPathArrival_ns: 4.32
  cpPeakStageDelay_ns: 0.69
  cp-start-kind: "primary input"
  r2r_cells: 9
hold_path:
  min_from: "g_fib_bad.top.full_add_r[28]$_DFFE_PP0P_"
  hp-class: "reg2reg"
  hold_path_depth: 2
  holdPathEnd: "g_fib_bad.top.y_r[28]$_DFFE_PP0P_"
job:
  tool_warnings: 25
  cap_viol_max_count: 0
==> state kept, by name, summed over array words and instances (netlist names) <==
register and flops:
g_fib_bad.top.state_r 5, g_fib_bad.top.y_r 32, g_fib_bad.top.x_r 32, g_fib_bad.top.done 1, g_fib_bad.top.full_add_r 33, g_fib_bad.top.i_r 6, g_fib_bad.top.result 32, g_fib_bad.top.overflow 1
==> logic make-up (layout without fill, tap and decap cells) <==
kind of cell / count (synthesis) / count (layout) / share of synthesized area, %
AND-OR/OR-AND: 220 / 220 / 17.58
adder cells (fa/ha/maj): 40 / 40 / 6.626
XOR/XNOR: 25 / 25 / 2.856
buffers and inverters: 70 / 103 / 3.591
flip-flops: 142 / 142 / 46.37
AND/OR/NAND/NOR: 265 / 265 / 16.01
multiplexers: 51 / 51 / 6.969
==> Yosys cell counts (12+ instances only) <==
cell type	count	area, um^2
a21oi_1	69	345.3
clkbuf_1	39	146.4
dfrtp_1	141	3528
ha_1	39	488.0
inv_1	21	78.83
mux2_2	19	214.0
mux2i_1	32	320.3
nand2_1	120	450.4
nand2b_1	34	212.7
nand4_1	12	75.07
nor2_1	57	214.0
o21ai_0	83	415.4
xnor2_1	17	148.9
==> worst max-delay path by stage <==
stage | startpoint | endpoint | slack [ns] | cells after the start
after CTS | rst | g_fib_bad.top.i_r[2]$_DFFE_PP0P_ | 6.95 | 4
after global routing | rst | g_fib_bad.top.full_add_r[25]$_DFFE_PP0P_ | 6.73 | 4
final | rst | g_fib_bad.top.full_add_r[25]$_DFFE_PP0P_ | 7.06 | 4
==> worst reg2reg max path: stages, from the launching register on <==
cell	delay, ns
dfrtp_1	0.41
ha_1	0.25
fa_1	0.44
a211oi_1	0.37
o211ai_1	0.28
a41oi_2	0.33
o21bai_1	0.16
a311o_1	0.38
xnor2_1	0.15
mux2_2	0.27
==> layout make-up <==
class | instances | area (um^2)
clock buffers | 20 | 466.7
clock inverters | 12 | 156.4
fillers | 2507 | 16110
inverters | 21 | 83.83
multi-input cells | 601 | 3844
flip-flops and latches | 142 | 3557
well taps | 330 | 412.9
repair buffers | 50 | 480.5
==> report_power, final <==
part           total, uW  internal (uW)  switching [uW]
logic                655            331             324
registers            806            683             123
clock network        604            380             225
==> layer usage <==
metal | part of all wire, % | global-route usage (%)
met1 | 50 | 22.01
met2 | 44 | 21.30
met4 | 1.9 | 2.230
met3 | 3.4 | 2.240
met5 | 0 | 0
==> metrics by stage <==
| stage | instances | cell area, um^2 |
|---|---|---|
| 2_1_floorplan | 813 | 7666 |
| 3_3_place_gp | 1144 | 8378 |
| 3_5_place_dp | 1144 | 8378 |
| 4_1_cts | 1176 | 9001 |
| 5_1_grt | 1176 | 9001 |
| 6_report | 1176 | 9001 |
